[/design/flow/config.mk]
export PLATFORM = sky130hd
export DESIGN_NAME = spi_top
export DESIGN_NICKNAME = spi_top
export VERILOG_FILES = /design/flow/design.v
export SDC_FILE = /design/flow/constraint.sdc
export NUM_CORES = 4
export LEC_CHECK = 1
export CORE_UTILIZATION = 40
[/design/flow/design.v]
`timescale 1ns / 1ps
module spi_top(clk, cpol, cpha, start, p_dat, rcvd_p_dat);
    input clk, cpol, cpha, start;
    input [7:0]p_dat;
    output [7:0]rcvd_p_dat;
    wire mosi, sclk, cs;
    wire [2:0]mode;
    spigen spg(clk, cpol, cpha, start, p_dat, mosi, sclk, cs, mode);
    spiperi spp(sclk, mosi, mode, cs, rcvd_p_dat);
endmodule
`timescale 1ns / 1ps
module spigen(clk, cpol, cpha, start, p_dat, mosi, sclk, cs, mode);
    input clk, cpol, cpha, start;
    input [7:0]p_dat;
    output[1:0]mode;
    output reg mosi = 0;
    output reg cs = 1;
    output sclk;
    reg [4:0]spi_edges = 0; 
    reg [1:0]clk_cnt = 0;
    reg spi_l, spi_t = 0;
    reg buf_clk = 0;
    reg ready = 1;
    reg buf_start = 0;
    reg [1:0]count = 0; 
    reg [2:0]bit_cnt = 3'b111;
    reg [2:0]state = 0;
    always @(posedge clk)begin
        buf_start <= start;
    end
    always @(posedge clk)begin
        if(buf_start == 1'b1)begin
            ready <= 1'b0;
            spi_edges <= 16;
            buf_clk <= cpol;
        end
        else if(spi_edges > 0)begin
            spi_l <= 1'b0;
            spi_t <= 1'b0;
            if(clk_cnt == 1)begin
                spi_l <= 1'b1;
                buf_clk <= ~buf_clk;
                spi_edges <= spi_edges - 1;
                clk_cnt <= clk_cnt + 1'b1;
            end
            else if(clk_cnt == 3)begin
                spi_t <= 1'b1;
                buf_clk <= ~buf_clk;
                spi_edges <= spi_edges - 1;
                clk_cnt <= clk_cnt + 1;
            end
            else begin
                clk_cnt <= clk_cnt + 1;
            end
        end
        else begin
            ready <= 1'b1;
            spi_l <= 1'b0;
            spi_t <= 1'b0;
            buf_clk <= cpol;
        end
    end
    assign sclk = buf_clk;
    always @(posedge clk)begin
        case(state)
            0 : begin
                if(start)begin
                    if(!cpha)begin
                        state <= 1;
                        cs <= 1'b0;
                    end
                    else begin
                        state <= 3;
                        cs <= 1'b0;
                    end
                end
                else begin
                    state <= 0;
                end
            end
            1 : begin
                if(count < 3)begin
                    mosi <= p_dat[bit_cnt];
                    count <= count + 1;
                    state <= 1;
                end
                else begin
                    count <= 0;
                    if(bit_cnt != 0)begin
                        bit_cnt <= bit_cnt - 1;
                        state <= 1;
                    end
                    else
                        state <= 2;
                end
            end
            2 : begin
                cs <= 1'b1;
                bit_cnt <= 3'b111;
                mosi <= 1'b0;
                state <= 0;
            end
            3: begin                                 
                state <= 4;
            end
            4: begin
                state <= 1;
            end
        endcase
    end
    assign mode = {cpol,cpha};
endmodule
`timescale 1ns / 1ps
module spiperi(sclk, mosi, mode, cs, rcvd_p_dat);
    input sclk, mosi, cs;
    input [1:0] mode = 0;
    output [7:0]rcvd_p_dat;
    reg [7:0]mosi_p_dat;
    reg [3:0]count;
    always @(posedge sclk)begin
        if((cs == 0) && (mode == 0 || mode == 3))begin
            count <= 0;
            mosi_p_dat <= 0;
            if(count <8)begin
                mosi_p_dat <= {mosi_p_dat[6:0],mosi};
                count <= count + 1'b1;
            end
            else begin
                count <= 0;
            end
        end
    end
    always @(negedge sclk)begin
        if((cs == 0) && (mode == 1 || mode == 2))begin
            count <= 0;
            mosi_p_dat <= 0;
            if(count <8)begin
                mosi_p_dat <= {mosi_p_dat[6:0],mosi};
                count <= count + 1'b1;
            end
            else begin
                count <= 0;
            end
        end
    end
    assign rcvd_p_dat = mosi_p_dat;
endmodule
[/design/flow/constraint.sdc]
current_design spi_top

set clk_period 2.1
set clk_io_pct 0.2

create_clock -name clk0 -period $clk_period [get_ports {clk}]

set non_clock_inputs [all_inputs -no_clocks]
set_input_delay [expr $clk_period * $clk_io_pct] -clock clk0 $non_clock_inputs
set_output_delay [expr $clk_period * $clk_io_pct] -clock clk0 [all_outputs]
[/design/flow/run.sh]
#!/bin/bash
# OpenROAD 26Q1-2900-gdf79404cd8, Yosys 0.63+post, stock flow scripts
make -C /OpenROAD-flow-scripts/flow DESIGN_CONFIG=/design/flow/config.mk WORK_HOME=/design/flow/orfs finish
==> flow_results.xml <==
<?xml version="1.0" encoding="UTF-8"?>
<metrics>
  <group name="status">
    <metric name="outcome" unit="">aborted with a tool error</metric>
    <metric name="lastStage" unit="">synthesis</metric>
    <metric name="toolErrorMsg" unit="">ERROR: Found 12 problems in &#x27;check -assert&#x27;.</metric>
  </group>
  <group name="logic_synthesis">
    <metric name="enable_flop_cells" unit="">37</metric>
    <metric name="synth_flops" unit="">43</metric>
    <metric name="synth-warning-count" unit="">4</metric>
    <metric name="yosys.stat.seqShare" unit="%">68.2</metric>
    <metric name="synthDistinctLibCells" unit="">29</metric>
    <metric name="top_ff_cell_synth" unit="">sky130_fd_sc_hd__edfxtp_1</metric>
    <metric name="ys_async_sr_fraction" unit="%">0</metric>
    <metric name="synth_chip_area" unit="um2">1810</metric>
    <metric name="yosys-stat-cells" unit="">131</metric>
  </group>
</metrics>
cell usage after synthesis, types with 2 or more instances:
library cell / count / share of area [%]
sky130_fd_sc_hd__edfxtp_1: 37 / 62
sky130_fd_sc_hd__o21ai_0: 9 / 2.5
sky130_fd_sc_hd__nand2_1: 6 / 1.2
sky130_fd_sc_hd__nand2b_1: 2 / 0.69
sky130_fd_sc_hd__xnor2_1: 3 / 1.5
sky130_fd_sc_hd__or4_1: 2 / 0.83
sky130_fd_sc_hd__nor2b_1: 14 / 4.9
sky130_fd_sc_hd__or3_1: 3 / 1.0
sky130_fd_sc_hd__a21oi_1: 5 / 1.4
sky130_fd_sc_hd__dfxtp_1: 6 / 6.7
sky130_fd_sc_hd__inv_1: 12 / 2.5
sky130_fd_sc_hd__nor2_1: 9 / 1.9
sky130_fd_sc_hd__ha_1: 7 / 4.9
cells by family after synthesis:
kind of cell,Yosys count,synth area share [%]
compound gates,19,6.03
xor+xnor,4,1.94
mux,3,2.43
buf+inv,13,2.70
fa+ha+maj,7,4.85
simple gates,42,13.9
flops,43,68.2
